===== flow/design.v =====
module vga_out(game_data, empty, clk, sys_clk, reset, 
				vga_horiz_sync, vga_vert_sync, vga_r,
				vga_g, vga_b);
				input [41:0] game_data;  
				input [41:0] empty;  
				input clk, sys_clk, reset;
				output vga_horiz_sync, vga_vert_sync;
				output reg vga_r, vga_g, vga_b;
				wire display;
				wire [9:0] counterHoriz;
				wire [9:0] counterVert; 
				reg [9:0] positionX = 60;
				reg [9:0] positionY = 60;
				wire lines, p1, p2;
				always @(posedge sys_clk) begin
					vga_r <= p1 & display;
					vga_b <= p2 & display;
					vga_g <= lines & display;
				end
				vga_sync sync(.clk(clk), .reset(reset), .vga_horiz_sync(vga_horiz_sync), .vga_vert_sync(vga_vert_sync), .display(display), .counterHoriz(counterHoriz), .counterVert(counterVert));
        		assign lines = 
                        (counterHoriz >= 38 && counterHoriz <= 42) || 
                        (counterHoriz >= 118 && counterHoriz <= 122) || 
                        (counterHoriz >= 198 && counterHoriz <= 202) ||
                        (counterHoriz >= 278 && counterHoriz <= 282) ||
                        (counterHoriz >= 358 && counterHoriz <= 362) ||
                        (counterHoriz >= 438 && counterHoriz <= 442) ||
                        (counterHoriz >= 518 && counterHoriz <= 522) ||
                        (counterHoriz >= 598 && counterHoriz <= 602) ||
                        ((counterHoriz >= 38 && counterHoriz <= 602) && (
                        (counterVert >= 75 && counterVert <= 79) || 
                        (counterVert >= 155 && counterVert <= 159) ||
                        (counterVert >= 235 && counterVert <= 239) ||
                        (counterVert >= 315 && counterVert <= 319) ||
                        (counterVert >= 395 && counterVert <= 399) ||
                        (counterVert >= 475 && counterVert <= 479)));
		        assign p1 = 
                        (counterHoriz >= 53 && counterHoriz <= 107 && counterVert >= 410 && counterVert <= 464 && (empty[0]==1) && (game_data[0]==0)) ||
                        (counterHoriz >= 133 && counterHoriz <= 187 && counterVert >= 410 && counterVert <= 464 && (empty[1]==1) && (game_data[1]==0)) ||
                        (counterHoriz >= 213 && counterHoriz <= 267 && counterVert >= 410 && counterVert <= 464 && (empty[2]==1) && (game_data[2]==0)) ||
                        (counterHoriz >= 293 && counterHoriz <= 347 && counterVert >= 410 && counterVert <= 464 && (empty[3]==1) && (game_data[3]==0)) ||
                        (counterHoriz >= 373 && counterHoriz <= 427 && counterVert >= 410 && counterVert <= 464 && (empty[4]==1) && (game_data[4]==0)) ||
                        (counterHoriz >= 453 && counterHoriz <= 507 && counterVert >= 410 && counterVert <= 464 && (empty[5]==1) && (game_data[5]==0)) ||
                        (counterHoriz >= 533 && counterHoriz <= 587 && counterVert >= 410 && counterVert <= 464 && (empty[6]==1) && (game_data[6]==0)) ||
                        (counterHoriz >= 53 && counterHoriz <= 107 && counterVert >= 330 && counterVert <= 384 && (empty[7]==1) && (game_data[7]==0)) ||
                        (counterHoriz >= 133 && counterHoriz <= 187 && counterVert >= 330 && counterVert <= 384 && (empty[8]==1) && (game_data[8]==0)) ||
                        (counterHoriz >= 213 && counterHoriz <= 267 && counterVert >= 330 && counterVert <= 384 && (empty[9]==1) && (game_data[9]==0)) ||
                        (counterHoriz >= 293 && counterHoriz <= 347 && counterVert >= 330 && counterVert <= 384 && (empty[10]==1) && (game_data[10]==0)) ||
                        (counterHoriz >= 373 && counterHoriz <= 427 && counterVert >= 330 && counterVert <= 384 && (empty[11]==1) && (game_data[11]==0)) ||
                        (counterHoriz >= 453 && counterHoriz <= 507 && counterVert >= 330 && counterVert <= 384 && (empty[12]==1) && (game_data[12]==0)) ||
                        (counterHoriz >= 533 && counterHoriz <= 587 && counterVert >= 330 && counterVert <= 384 && (empty[13]==1) && (game_data[13]==0)) ||
                        (counterHoriz >= 53 && counterHoriz <= 107 && counterVert >= 250 && counterVert <= 304 && (empty[14]==1) && (game_data[14]==0)) ||
                        (counterHoriz >= 133 && counterHoriz <= 187 && counterVert >= 250 && counterVert <= 304 && (empty[15]==1) && (game_data[15]==0)) ||
                        (counterHoriz >= 213 && counterHoriz <= 267 && counterVert >= 250 && counterVert <= 304 && (empty[16]==1) && (game_data[16]==0)) ||
                        (counterHoriz >= 293 && counterHoriz <= 347 && counterVert >= 250 && counterVert <= 304 && (empty[17]==1) && (game_data[17]==0)) ||
                        (counterHoriz >= 373 && counterHoriz <= 427 && counterVert >= 250 && counterVert <= 304 && (empty[18]==1) && (game_data[18]==0)) ||
                        (counterHoriz >= 453 && counterHoriz <= 507 && counterVert >= 250 && counterVert <= 304 && (empty[19]==1) && (game_data[19]==0)) ||
                        (counterHoriz >= 533 && counterHoriz <= 587 && counterVert >= 250 && counterVert <= 304 && (empty[20]==1) && (game_data[20]==0)) ||
                        (counterHoriz >= 53 && counterHoriz <= 107 && counterVert >= 170 && counterVert <= 224 && (empty[21]==1) && (game_data[21]==0)) ||
                        (counterHoriz >= 133 && counterHoriz <= 187 && counterVert >= 170 && counterVert <= 224 && (empty[22]==1) && (game_data[22]==0)) ||
                        (counterHoriz >= 213 && counterHoriz <= 267 && counterVert >= 170 && counterVert <= 224 && (empty[23]==1) && (game_data[23]==0)) ||
                        (counterHoriz >= 293 && counterHoriz <= 347 && counterVert >= 170 && counterVert <= 224 && (empty[24]==1) && (game_data[24]==0)) ||
                        (counterHoriz >= 373 && counterHoriz <= 427 && counterVert >= 170 && counterVert <= 224 && (empty[25]==1) && (game_data[25]==0)) ||
                        (counterHoriz >= 453 && counterHoriz <= 507 && counterVert >= 170 && counterVert <= 224 && (empty[26]==1) && (game_data[26]==0)) ||
                        (counterHoriz >= 533 && counterHoriz <= 587 && counterVert >= 170 && counterVert <= 224 && (empty[27]==1) && (game_data[27]==0)) ||                        
                        (counterHoriz >= 53 && counterHoriz <= 107 && counterVert >= 90 && counterVert <= 144 && (empty[28]==1) && (game_data[28]==0)) ||
                        (counterHoriz >= 133 && counterHoriz <= 187 && counterVert >= 90 && counterVert <= 144 && (empty[29]==1) && (game_data[29]==0)) ||
                        (counterHoriz >= 213 && counterHoriz <= 267 && counterVert >= 90 && counterVert <= 144 && (empty[30]==1) && (game_data[30]==0)) ||
                        (counterHoriz >= 293 && counterHoriz <= 347 && counterVert >= 90 && counterVert <= 144 && (empty[31]==1) && (game_data[31]==0)) ||
                        (counterHoriz >= 373 && counterHoriz <= 427 && counterVert >= 90 && counterVert <= 144 && (empty[32]==1) && (game_data[32]==0)) ||
                        (counterHoriz >= 453 && counterHoriz <= 507 && counterVert >= 90 && counterVert <= 144 && (empty[33]==1) && (game_data[33]==0)) ||
                        (counterHoriz >= 533 && counterHoriz <= 587 && counterVert >= 90 && counterVert <= 144 && (empty[34]==1) && (game_data[34]==0)) ||
                        (counterHoriz >= 53 && counterHoriz <= 107 && counterVert >= 10 && counterVert <= 64 && (empty[35]==1) && (game_data[35]==0)) ||
                        (counterHoriz >= 133 && counterHoriz <= 187 && counterVert >= 10 && counterVert <= 64 && (empty[36]==1) && (game_data[36]==0)) ||
                        (counterHoriz >= 213 && counterHoriz <= 267 && counterVert >= 10 && counterVert <= 64 && (empty[37]==1) && (game_data[37]==0)) ||
                        (counterHoriz >= 293 && counterHoriz <= 347 && counterVert >= 10 && counterVert <= 64 && (empty[38]==1) && (game_data[38]==0)) ||
                        (counterHoriz >= 373 && counterHoriz <= 427 && counterVert >= 10 && counterVert <= 64 && (empty[39]==1) && (game_data[39]==0)) ||
                        (counterHoriz >= 453 && counterHoriz <= 507 && counterVert >= 10 && counterVert <= 64 && (empty[40]==1) && (game_data[40]==0)) ||
                        (counterHoriz >= 533 && counterHoriz <= 587 && counterVert >= 10 && counterVert <= 64 && (empty[41]==1) && (game_data[41]==0));
		        assign p2 = 
                        (counterHoriz >= 53 && counterHoriz <= 107 && counterVert >= 410 && counterVert <= 464 && (empty[0]==1) && (game_data[0]==1)) ||
                        (counterHoriz >= 133 && counterHoriz <= 187 && counterVert >= 410 && counterVert <= 464 && (empty[1]==1) && (game_data[1]==1)) ||
                        (counterHoriz >= 213 && counterHoriz <= 267 && counterVert >= 410 && counterVert <= 464 && (empty[2]==1) && (game_data[2]==1)) ||
                        (counterHoriz >= 293 && counterHoriz <= 347 && counterVert >= 410 && counterVert <= 464 && (empty[3]==1) && (game_data[3]==1)) ||
                        (counterHoriz >= 373 && counterHoriz <= 427 && counterVert >= 410 && counterVert <= 464 && (empty[4]==1) && (game_data[4]==1)) ||
                        (counterHoriz >= 453 && counterHoriz <= 507 && counterVert >= 410 && counterVert <= 464 && (empty[5]==1) && (game_data[5]==1)) ||
                        (counterHoriz >= 533 && counterHoriz <= 587 && counterVert >= 410 && counterVert <= 464 && (empty[6]==1) && (game_data[6]==1)) ||
                        (counterHoriz >= 53 && counterHoriz <= 107 && counterVert >= 330 && counterVert <= 384 && (empty[7]==1) && (game_data[7]==1)) ||
                        (counterHoriz >= 133 && counterHoriz <= 187 && counterVert >= 330 && counterVert <= 384 && (empty[8]==1) && (game_data[8]==1)) ||
                        (counterHoriz >= 213 && counterHoriz <= 267 && counterVert >= 330 && counterVert <= 384 && (empty[9]==1) && (game_data[9]==1)) ||
                        (counterHoriz >= 293 && counterHoriz <= 347 && counterVert >= 330 && counterVert <= 384 && (empty[10]==1) && (game_data[10]==1)) ||
                        (counterHoriz >= 373 && counterHoriz <= 427 && counterVert >= 330 && counterVert <= 384 && (empty[11]==1) && (game_data[11]==1)) ||
                        (counterHoriz >= 453 && counterHoriz <= 507 && counterVert >= 330 && counterVert <= 384 && (empty[12]==1) && (game_data[12]==1)) ||
                        (counterHoriz >= 533 && counterHoriz <= 587 && counterVert >= 330 && counterVert <= 384 && (empty[13]==1) && (game_data[13]==1)) ||
                        (counterHoriz >= 53 && counterHoriz <= 107 && counterVert >= 250 && counterVert <= 304 && (empty[14]==1) && (game_data[14]==1)) ||
                        (counterHoriz >= 133 && counterHoriz <= 187 && counterVert >= 250 && counterVert <= 304 && (empty[15]==1) && (game_data[15]==1)) ||
                        (counterHoriz >= 213 && counterHoriz <= 267 && counterVert >= 250 && counterVert <= 304 && (empty[16]==1) && (game_data[16]==1)) ||
                        (counterHoriz >= 293 && counterHoriz <= 347 && counterVert >= 250 && counterVert <= 304 && (empty[17]==1) && (game_data[17]==1)) ||
                        (counterHoriz >= 373 && counterHoriz <= 427 && counterVert >= 250 && counterVert <= 304 && (empty[18]==1) && (game_data[18]==1)) ||
                        (counterHoriz >= 453 && counterHoriz <= 507 && counterVert >= 250 && counterVert <= 304 && (empty[19]==1) && (game_data[19]==1)) ||
                        (counterHoriz >= 533 && counterHoriz <= 587 && counterVert >= 250 && counterVert <= 304 && (empty[20]==1) && (game_data[20]==1)) ||
                        (counterHoriz >= 53 && counterHoriz <= 107 && counterVert >= 170 && counterVert <= 224 && (empty[21]==1) && (game_data[21]==1)) ||
                        (counterHoriz >= 133 && counterHoriz <= 187 && counterVert >= 170 && counterVert <= 224 && (empty[22]==1) && (game_data[22]==1)) ||
                        (counterHoriz >= 213 && counterHoriz <= 267 && counterVert >= 170 && counterVert <= 224 && (empty[23]==1) && (game_data[23]==1)) ||
                        (counterHoriz >= 293 && counterHoriz <= 347 && counterVert >= 170 && counterVert <= 224 && (empty[24]==1) && (game_data[24]==1)) ||
                        (counterHoriz >= 373 && counterHoriz <= 427 && counterVert >= 170 && counterVert <= 224 && (empty[25]==1) && (game_data[25]==1)) ||
                        (counterHoriz >= 453 && counterHoriz <= 507 && counterVert >= 170 && counterVert <= 224 && (empty[26]==1) && (game_data[26]==1)) ||
                        (counterHoriz >= 533 && counterHoriz <= 587 && counterVert >= 170 && counterVert <= 224 && (empty[27]==1) && (game_data[27]==1)) ||                        
                        (counterHoriz >= 53 && counterHoriz <= 107 && counterVert >= 90 && counterVert <= 144 && (empty[28]==1) && (game_data[28]==1)) ||
                        (counterHoriz >= 133 && counterHoriz <= 187 && counterVert >= 90 && counterVert <= 144 && (empty[29]==1) && (game_data[29]==1)) ||
                        (counterHoriz >= 213 && counterHoriz <= 267 && counterVert >= 90 && counterVert <= 144 && (empty[30]==1) && (game_data[30]==1)) ||
                        (counterHoriz >= 293 && counterHoriz <= 347 && counterVert >= 90 && counterVert <= 144 && (empty[31]==1) && (game_data[31]==1)) ||
                        (counterHoriz >= 373 && counterHoriz <= 427 && counterVert >= 90 && counterVert <= 144 && (empty[32]==1) && (game_data[32]==1)) ||
                        (counterHoriz >= 453 && counterHoriz <= 507 && counterVert >= 90 && counterVert <= 144 && (empty[33]==1) && (game_data[33]==1)) ||
                        (counterHoriz >= 533 && counterHoriz <= 587 && counterVert >= 90 && counterVert <= 144 && (empty[34]==1) && (game_data[34]==1)) ||
                        (counterHoriz >= 53 && counterHoriz <= 107 && counterVert >= 10 && counterVert <= 64 && (empty[35]==1) && (game_data[35]==1)) ||
                        (counterHoriz >= 133 && counterHoriz <= 187 && counterVert >= 10 && counterVert <= 64 && (empty[36]==1) && (game_data[36]==1)) ||
                        (counterHoriz >= 213 && counterHoriz <= 267 && counterVert >= 10 && counterVert <= 64 && (empty[37]==1) && (game_data[37]==1)) ||
                        (counterHoriz >= 293 && counterHoriz <= 347 && counterVert >= 10 && counterVert <= 64 && (empty[38]==1) && (game_data[38]==1)) ||
                        (counterHoriz >= 373 && counterHoriz <= 427 && counterVert >= 10 && counterVert <= 64 && (empty[39]==1) && (game_data[39]==1)) ||
                        (counterHoriz >= 453 && counterHoriz <= 507 && counterVert >= 10 && counterVert <= 64 && (empty[40]==1) && (game_data[40]==1)) ||
                        (counterHoriz >= 533 && counterHoriz <= 587 && counterVert >= 10 && counterVert <= 64 && (empty[41]==1) && (game_data[41]==1));
endmodule
module vga_sync(clk, reset, vga_horiz_sync, vga_vert_sync, display, counterHoriz, counterVert);
	input clk;
	input reset;
	output vga_horiz_sync, vga_vert_sync;
	output display;
	output [9:0] counterHoriz;
	output [9:0] counterVert;
	reg [9:0] counterHoriz;
	reg [9:0] counterVert;
	reg vga_HS, vga_VS;  
	reg display;
	always @(posedge clk) begin
		if(reset)
			counterHoriz <= 0;
		else if(counterHoriz == 10'h320)
			counterHoriz <= 0;
		else
			counterHoriz <= counterHoriz + 1'b1;
	end
	always @(posedge clk) begin
		if(reset)
			counterVert <= 0;
		else if(counterVert == 10'h209)	 
			counterVert <= 0;
		else if(counterHoriz <= 10'h320)
			counterVert <= counterVert + 1'b1;
	end
	always @(posedge clk) begin
		vga_HS <= (counterHoriz > 655 && counterHoriz < 752);
		vga_VS <= (counterVert == 490 || counterVert == 491);
	end
	always @(posedge clk) begin
		if(reset)
			display <= 0;
		else
			display <= (counterHoriz < 640) && (counterVert < 480);
	end
	assign vga_horiz_sync = ~vga_HS;
	assign vga_vert_sync = ~vga_VS;
endmodule

===== flow/run.sh =====
#!/bin/bash
# OpenROAD 26Q1-2900-gdf79404cd8, Yosys 0.63+post, stock flow scripts
make -C /OpenROAD-flow-scripts/flow DESIGN_CONFIG=/design/flow/config.mk WORK_HOME=/design/flow/orfs finish

===== flow/config.mk =====
export PLATFORM = sky130hd
export DESIGN_NAME = vga_out
export DESIGN_NICKNAME = vga_out
export VERILOG_FILES = /design/flow/design.v
export SDC_FILE = /design/flow/constraint.sdc
export NUM_CORES = 4
export LEC_CHECK = 1
export CORE_UTILIZATION = 40

===== flow/constraint.sdc =====
current_design vga_out

set clk_period 4.4
set clk_io_pct 0.2

create_clock -name clk0 -period $clk_period [get_ports {clk}]
create_clock -name clk1 -period $clk_period [get_ports {sys_clk}]

set non_clock_inputs [all_inputs -no_clocks]
set_input_delay [expr $clk_period * $clk_io_pct] -clock clk0 $non_clock_inputs
set_output_delay [expr $clk_period * $clk_io_pct] -clock clk0 [all_outputs]

==> results.py <==
# Physical implementation metrics
metrics = {
    "run_status": {
        "status": "finished clean",
    },
    "worst_setup_path": {
        "crit_path_max_fanout": 17,
        "cp.arrival_ns": 3.30,
        "crit_path_cell_trace": "o211ai_1, a2111oi_0, nor2_1, nor3b_1, a2111oi_2, nand4_1, o41a_1",
        "cp_slowest_cell": "a2111oi_0",
        "crit_buf_inv": 0,
        "startpoint_type": "flop",
        "path_class": "reg -> reg",
        "cp_slowest_stage_delay_ns": 0.88,
        "cp.required_ns": 4.56,
        "end_kind": "flop",
        "critical-path-top-delay-family": "AND-OR/OR-AND gates",
    },
    "yosys": {
        "synth_xor_xnor_area_share_pct": 4.696,
        "ys.flops": 26,
        "async_flop_share_pct": 0,
        "area_leaders": "dfxtp_1 (17%), nor2_1 (5.2%), nand4_1 (5.0%)",
        "synth.avg_cell_area_sq_um": 7.261,
        "ys_seq_share_pct": 17.44,
        "synth-edff-count": 0,
        "ys_sh_mux_pct": 0.3354,
        "synth.most_common_cell": "nor2_1",
        "ys_sh_simple_pct": 42.98,
        "ys_warn_count": 2,
        "synth_area_sq_mm": 0.002984,
        "yosys.area.top_type_share_pct": 17.44,
        "yosys-stat-cells": 411,
        "ys_sh_adder_pct": 2.935,
        "synth_top_flop_cell": "dfxtp_1",
        "post_synth_ao_oa_area_fraction_pct": 25.24,
        "synth_cell_types": 69,
        "logic_family": "simple AND/OR/NAND/NOR gates",
        "synth.largest_area_cell": "dfxtp_1",
        "ys_area_sq_mm": 0.002984,
        "synthCells": 411,
        "synthTopCellsByCount": "nor2_1 (41), dfxtp_1 (26), nand2_1 (26), nand4_1 (24), nand3_1 (23)",
    },
    "clocking": {
        "clock_sinks": 26,
        "cts_tree": "done",
        "clk_pin_slew_worst_paths_ns": 0.08,
        "cts_hold_buf": 0,
        "cts-resized-gates": 0,
        "cts_setup_buffers": 0,
    },
    "detailed_routing": {
        "drcViolationCount": 0,
        "initialDrtViolationCount": 185,
        "drt.antenna.violating_nets": 0,
        "via_count": 3592,
        "wl_um": 11300,
        "drtPass1Iterations": 5,
        "viasPerCell": 6.172,
        "antenna-diode-count": 0,
        "wl_per_cell_um": 19.41,
    },
    "place": {
        "pre_cts_ws_ns": 1.440,
        "dp_hpwl_um": 8627,
        "port_buffers": 90,
        "place_congestion": 0.9541,
    },
    "run": {
        "drv_cap": 0,
        "tool_warnings": 32,
    },
    "grt": {
        "use_met3_pct": 5.109,
        "grt_pass1_wl_um": 17310,
        "grt_util_met1_pct": 42.42,
        "antenna_found_initial": 0,
        "grt_pass1_vias": 3344,
        "busiest_layer": "met2",
        "grt_start_max_net_pins": 25,
        "track_usage_pct": 29.32,
        "grt_overflow": 0,
        "grt.met2_usage_pct": 46.43,
    },
    "power": {
        "p_per_area_mw_per_mm2": 152.5,
        "cellLeakagePower_uw": 0.001352,
        "max-vdd-ir-drop_uv": 184.5,
    },
    "timing": {
        "setup-tns-final_ns": 0,
        "finalClockSkew_ns": 0.004914,
        "rsz0062_at_grt": "no",
        "worstMarginPinSlew_ns": 0.9347,
        "fin_ws_ns": 1.266,
        "report.final.slew_viol_count": 0,
        "setup_viol": 0,
        "maxSlewHeadroom_pct": 36.07,
        "hold_viol_final": 0,
    },
    "die": {
        "die-area_sq_mm": 0.007809,
        "die_w_um": 88.37,
        "boundaryPins": 92,
        "rows": 31,
        "initial_core_util_pct": 41.36,
        "dieHeight_um": 88.37,
        "fp.coreArea_sq_mm": 0.007214,
    },
    "finish": {
        "syn2layout_area_growth_pct": 34.09,
        "drive_above_1_share_pct": 4.969,
    },
    "min_path": {
        "hold_path_class": "reg -> reg",
    },
}
-- final timing paths --
kind | start | end | slack, ns | cells past startpoint
min in group clk1 | sync.display | vga_b | 0.57 | 2
worst max register to register | sync.counterVert[4] | vga_r | 1.27 | 7
worst max-delay path | sync.counterVert[4] | vga_r | 1.27 | 7
worst min-delay path | sync.counterHoriz[0] | sync.counterHoriz[0] | 0.57 | 1
max in group clk0 | sync.counterHoriz[9] | sync.counterVert[5] | 1.92 | 7
worst min register to register | sync.counterHoriz[0] | sync.counterHoriz[0] | 0.57 | 1
-- logic make-up after synthesis --
family / count (synthesis)
AOI/OAI and AO/OA: 99
muxes: 1
and+or+nand+nor: 217
adders and majority gates: 7
DFF: 26
xor gates and xnor gates: 16
buffers and inverters: 45
-- layout make-up --
type,count,area (sq um)
flip-flops and latches,26,520.5
well taps,99,123.9
clock buffers,7,86.33
repair buffers,94,930.9
fillers,686,3213
clock inverters,1,5.005
inverters,15,56.30
multi-input cells,340,2278
-- flip-flops by register name, summed over array words and instances (netlist names) --
name / count
sync.vga_HS: 1
vga_g: 1
vga_r: 1
sync.counterVert: 10
sync.display: 1
sync.vga_VS: 1
sync.counterHoriz: 10
vga_b: 1
-- cells in the final DEF (no fill, tap or decap), types with 5 or more instances in the layout --
cell type	instances
and4b_1	6
o211ai_1	7
clkbuf_8	6
nand4_1	24
nor2b_1	7
nor3_1	15
a31oi_1	10
a21oi_1	12
or3_1	5
nand2_1	26
nor3b_1	14
dfxtp_1	26
ha_1	7
a32oi_1	6
nor4b_1	8
nor4_1	7
nand3b_1	8
xor2_1	7
xnor2_1	9
clkdlybuf4s50_1	90
nand3_1	23
inv_1	15
nor2_1	41
nand2b_1	6
o21ai_0	14
-- per-stage QoR --
step	cell area (sq um)	utilization, %	hold WS [ns]	total power (uW)	instances
2_1_floorplan	2984	-	0.4229	300.6	411
3_3_place_gp	3910	54.20	0.5055	401.2	574
3_5_place_dp	3910	54.20	0.5111	399.2	574
4_1_cts	4001	55.46	0.5668	618.7	582
5_1_grt	4001	55.46	0.5977	641.0	582
6_report	4001	55.46	0.5689	610.2	582
-- metal layers --
metal | routed length, um | vias up
li1 | - | 1730
met1 | 5000 | 1648
met2 | 4946 | 197
met3 | 1120 | 17
met4 | 229 | 0
met5 | 0 | -
-- power by group --
group | switching [uW] | total (uW) | internal [uW]
Clock | 87.9 | 213 | 125
Sequential | 16.6 | 257 | 241
Combinational | 49.2 | 140 | 90.8
Total | 154 | 610 | 457
Power is estimated from default activity; no workload was simulated.
