## /design/flow/run.sh

```bash
#!/bin/bash
# OpenROAD 26Q1-2900-gdf79404cd8, Yosys 0.63+post, stock flow scripts
make -C /OpenROAD-flow-scripts/flow DESIGN_CONFIG=/design/flow/config.mk WORK_HOME=/design/flow/orfs finish
```

## /design/flow/config.mk

```make
export PLATFORM = sky130hd
export DESIGN_NAME = led_matrix_driver
export DESIGN_NICKNAME = led_matrix_driver
export VERILOG_FILES = /design/flow/design.v
export SDC_FILE = /design/flow/constraint.sdc
export NUM_CORES = 4
export LEC_CHECK = 1
export CORE_AREA = 10 10 101 101
export DIE_AREA = 0 0 111 111
```

## /design/flow/constraint.sdc

```tcl
current_design led_matrix_driver

set clk_period 3.9
set clk_io_pct 0.2

create_clock -name clk0 -period $clk_period [get_ports {clk}]

set non_clock_inputs [all_inputs -no_clocks]
set_input_delay [expr $clk_period * $clk_io_pct] -clock clk0 $non_clock_inputs
set_output_delay [expr $clk_period * $clk_io_pct] -clock clk0 [all_outputs]
```

## /design/flow/design.v

```verilog
module led_matrix_driver (clk, red_array, green_array, red_driver,
								  green_driver, row_sink);
	input            clk;
	input [7:0][7:0] red_array, green_array;  
	output reg [7:0] red_driver, green_driver, row_sink;
	reg [2:0] count;  
	always @(posedge clk)
		count <= count + 3'b001;
	always @(*)
		case (count)
			3'b000: row_sink = 8'b11111110;    
			3'b001: row_sink = 8'b11111101;
			3'b010: row_sink = 8'b11111011;
			3'b011: row_sink = 8'b11110111;
			3'b100: row_sink = 8'b11101111;
			3'b101: row_sink = 8'b11011111;
			3'b110: row_sink = 8'b10111111;
			3'b111: row_sink = 8'b01111111;    
		endcase
	assign red_driver = red_array[count];
	assign green_driver = green_array[count];
endmodule
```

==> flow_summary.ini <==
; yosys + openroad results
[floorplanning]
core.rowCount = 33
dieWidth_um = 111
fp_util = 0.171
overall_die_height_um = 111
top_level_ports = 153
core-area_sq_mm = 0.00813
chip_area_sq_mm = 0.0123

[global_routing]
grt_pass1_wl_um = 8710
grt.overflow.total = 0
first_global_vias = 1635
gr_usage_total = 0.0882
pin_count_of_the_biggest_net_entering_global_routing = 19
grt_antenna_before_repair = 0

[logic_synthesis]
synth.yosys.num_cells = 85
post_synth_inst_count = 85
yosys_warnings = 3
synth.yosys.chip_area_sq_mm = 0.00139
avgSynthCellArea_sq_um = 16.4
synth.cell_area_sq_mm = 0.00139
synth-seq-cells = 11
synth_seq_share = 0.158
yosysUniqueCellTypes = 13

[placed_design]
place.gp.congestion = 0.722
port-buffer-count = 152
dpl_cell_area_sq_mm = 0.00301
dp_hpwl_um = 5220

[clock_network]
ctsRootBufferMaster = clkbuf_8
tritoncts = done
clk_path_buf_depth = 2
clkSlewWorstSetupHoldPaths_ns = 0.05
ctsResizeCount = 0
number_of_setup_buffers_added_after_cts = 0
numCtsBuffers = 3
worst_skew_pair_latency_ns = 0.23
ctsHoldBuffers = 0
htree_levels = 1
clock_sink_count = 11

[finish]
area.combinational_sq_mm = 0.00109
ff_latch_area_sq_um = 221
n_fill_cell = 794
area_delta_synth_final_pct = 119
drive_above_1_share = 0.140
postLayoutCellArea_sq_mm = 0.00305

[detailed_routing]
drc = 0
avgViaCountPerCell = 4.12
antenna_cells = 0
drt_first_iter_violations = 21
vias = 1405
drt.antenna.violating_nets = 0
dr.pass1.iters = 4
avgRoutedWirePerCell_um = 17.0
routed_wirelength_um = 5790

[job]
timing.max_cap.violations = 0
stage_log_warnings = 29

[setup_path]
crit_path_end = green_driver[6]
worst_setup_startpoint = count[0]$_DFF_P_
r2r_slack_ns = 2.47
timing.critical_path.required_ns = 3.12
endpoint_of_the_most_critical_register_to_register_path = count[2]$_DFF_P_
setup.worst_path.class = flip-flop to output port
worst_setup_path_end_kind = output port
critical_path_arrival_ns = 2.47
crit_path_max_fanout = 18
reg2regPathDepth = 3
reg2reg_from = count[0]$_DFF_P_
crit_path_start_kind = flip-flop

[final_timing]
finalSetupViolCount = 0
maximum_frequency_from_static_timing_analysis_ghz = 0.308
rsz0062_at_grt = no
final-max-slew-violation-count = 0
timing.slew.headroom = 0.674
final-hold-violation-count = 0
fin_crit_sh = 0.833
finClkSkew_ns = 0.00201
fin_setup_tns_ns = 0
tightestPinTransition_ns = 0.490
period_needed_ns = 3.25

[pwr]
vdd.ir_drop.worst_v = 0.0000553
cellPowerDensity_mw_per_mm2 = 129
p_leak_nw = 1.08

[min_path]
hp-class = flip-flop to flip-flop

[outcome]
run_status = completed
-- area by class of cell --
type                            count  share of cell area
Multi-Input combinational cell     62               0.358
Clock buffer                        4              0.0148
Inverter                            3             0.00369
Timing Repair Buffer              156               0.508
Tap cell                          105              0.0430
Sequential cell                    11              0.0725
-- placed cells by master, fill, tap and decap left out, drive strengths merged --
master | Yosys | routed
clkdlybuf4s50 | 0 | 152
xnor2 | 1 | 1
nand2 | 8 | 8
mux2 | 16 | 16
dfxtp | 11 | 11
buf | 8 | 4
ha | 5 | 5
mux4 | 32 | 32
clkbuf | 1 | 4
inv | 3 | 3
-- worst min-delay path by stage --
stage / to / cells after the start / start
4_1_cts: row_sink[4]$_SDFF_PN1_ / 2 / count[1]$_DFF_P_
5_1_grt: row_sink[7]$_SDFF_PN1_ / 2 / count[1]$_DFF_P_
6_report: row_sink[4]$_SDFF_PN1_ / 2 / count[1]$_DFF_P_
-- layer usage --
metal,GRT usage,part of all wire,vias to the layer above
met3,0.0427,0.12,0
met2,0.167,0.53,82
li1,-,-,684
met4,0.00347,0,0
met1,0.0887,0.35,639
met5,0,0,-
-- synthesized netlist by cell type --
| cell | n | area [sq um] |
|---|---|---|
| buf_2 | 3 | 15.0 |
| inv_2 | 1 | 3.75 |
| ha_1 | 5 | 62.6 |
| dfxtp_1 | 11 | 220 |
| mux4_2 | 8 | 180 |
| buf_6 | 4 | 45.0 |
| clkbuf_1 | 1 | 3.75 |
| inv_1 | 2 | 7.51 |
| mux4_1 | 24 | 631 |
| mux2_2 | 16 | 180 |
| buf_1 | 1 | 3.75 |
| xnor2_1 | 1 | 8.76 |
| nand2_1 | 8 | 30.0 |
-- state kept, by name (all words and copies together) (netlist names) --
| register | count |
|---|---|
| count | 3 |
| row_sink | 8 |
-- cells by family (layout without fill, tap and decap cells) --
group         after synthesis  in the layout  share of synthesized area
xor+xnor                    1              1                    0.00630
mux                        48             48                      0.712
buf+inv                    12            163                     0.0566
simple gates                8              8                     0.0216
flops                      11             11                      0.158
fa+ha+maj                   5              5                     0.0450
-- power breakdown --
group          internal (mW)  switching [mW]
Clock                 0.0713          0.0372
Combinational          0.150          0.0229
Sequential             0.113               0
Total                  0.334          0.0601
-- metrics by stage --
stage	hold slack (ns)	setup slack, ns	utilization	power, mW	cells
after floorplan	0.589	1.63	-	0.144	85
final	0.621	0.652	0.375	0.394	341
after detailed placement	0.614	0.658	0.370	0.290	337
after global routing	0.639	0.501	0.375	0.412	341
after CTS	0.621	0.587	0.375	0.400	341
after global placement	0.614	0.644	0.370	0.288	337
-- worst max-delay path: stages, from the launching register on --
cell,delay (ns)
dfxtp_2,0.63
buf_4,0.32
mux4_1,0.58
mux2_2,0.27
clkdlybuf4s50_1,0.43
Power and IR drop assume default switching activity.
